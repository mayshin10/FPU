### /design/flow/config.mk
export PLATFORM = sky130hd
export DESIGN_NAME = FPU
export DESIGN_NICKNAME = FPU
export VERILOG_FILES = /design/flow/design.v
export SDC_FILE = /design/flow/constraint.sdc
export NUM_CORES = 4
export LEC_CHECK = 1
export CORE_UTILIZATION = 50
### /design/flow/constraint.sdc
current_design FPU

set clk_period 74.6
set clk_io_pct 0.2

create_clock -name clk0 -period $clk_period [get_ports {clk}]

set non_clock_inputs [all_inputs -no_clocks]
set_input_delay [expr $clk_period * $clk_io_pct] -clock clk0 $non_clock_inputs
set_output_delay [expr $clk_period * $clk_io_pct] -clock clk0 [all_outputs]
### /design/flow/design.v
module FPU(clk, reset, A, B, sel, round_mode, start, error, over_flow, Y);
input clk, reset;
input [31:0] A, B;
input [1:0] sel;
input round_mode, start;
output reg error, over_flow;
output reg [31:0] Y;
reg [31:0] A_fpu, B_fpu;
reg [1:0] sel_fpu;
reg round_fpu;
wire error_fpu, over_flow_fpu;
wire [31:0] Y_fpu;
FPU_CAL fpu_cal(clk, start, A_fpu, B_fpu, sel_fpu, round_fpu, error_fpu, over_flow_fpu, Y_fpu);
always @(posedge clk, negedge reset) begin
	if(~reset) begin
		A_fpu <=0;
		B_fpu <=0;
		sel_fpu <=0;
		round_fpu <=0;
		Y<=0;
	 end
	else begin
		if(start) begin
			A_fpu <=A;
			B_fpu <=B;
			sel_fpu <=sel;
			round_fpu <=round_mode;
		end
		else begin
			A_fpu <=A_fpu;
			B_fpu <=B_fpu;
			sel_fpu <=sel_fpu;
			round_fpu <=round_fpu;
			Y <= Y_fpu;
			over_flow <= over_flow_fpu;
			error <= error_fpu;
		end
	end
end
endmodule
module FPU_CAL (clk, start, A, B, sel, round_mode, error, over_flow, Y);
input clk, start;
input [31:0] A, B;
input [1:0] sel;
input round_mode;
output reg error,over_flow;
output reg [31:0] Y;
wire S1, S2;
wire [7:0] E1, E2;
wire [22:0] M1, M2;
wire [22:0] result;
wire [4:0] shifted;
reg [24:0] M1_t, M2_t,M_sum;
reg S;
reg [8:0] E;
reg [47:0] M1M2;
reg [47:0] div;
reg [23:0] divider;
reg [24:0] quotient;
FPU_normalize fpu_normalize(M_sum, result, shifted);	 
assign S1 = A[31];
assign E1 = A[30:23];
assign M1 = A[22:0];
assign S2 = B[31];
assign E2 = B[30:23];
assign M2 = B[22:0];
parameter NaN = 32'b0_11111111_10000000000000000000000,
	  INF = 31'b11111111_00000000000000000000000;
parameter STATE1 = 0,	 
	  STATE2 = 1,	 
	  STATE3 = 2,	 
	  STATE4 = 3;	 
reg [2:0] next_state;
always @(posedge clk) begin
        if(start) begin
		error=0;
		over_flow=0;
 		next_state=STATE1;
	end
	else if(next_state==STATE1) begin
		next_state=STATE2;
		case (sel)
		2'b00, 2'b01 : begin
			if ((A[30:0]==INF && B[30:0]==INF) && (A[31]^B[31]^sel[0])) begin
				Y = NaN;
				error = 1;
				next_state=STATE4;
			end	
			else begin
				M1_t={2'b01,M1};
				M2_t={2'b01,M2};
				if (E1 > E2) begin
					M2_t = M2_t >> E1-E2;
					E = {1'b0,E1};
				end
				else begin
					M1_t = M1_t >> E2-E1;
					E = {1'b0,E2};
				end
				if (M1_t>M2_t) begin
					S=S1;
					if (S1^S2^sel[0])
						M_sum = M1_t-M2_t;
					else
						M_sum = M1_t+M2_t;
				end
				else begin
					if (S1^S2^sel[0]) begin
						M_sum = M2_t-M1_t;
						S = 1-S1;
					end
					else begin
						M_sum = M2_t+M1_t;
						S = S1;
					end
				end
			end
		end		
		2'b10 : begin
			if ((A[30:23] == 8'b0 && B[30:0]==INF) || (A[30:0] == INF && B[30:23]==8'b0)) begin
				Y = NaN;
				error = 1;
				next_state=STATE4;
				end	
			else if ((A[30:0] == INF) || (B[30:0] == INF)) begin
				Y={S1^S2,INF};
				over_flow=1;
				next_state=STATE4;
				end				
			else if ((A[30:23] == 8'b0) || (B[30:23] == 8'b0)) begin
				Y={S1^S2,31'b0};
				next_state=STATE4;
				end
			else if (E1+E2<9'b0_0111_1111) begin
				Y={S1^S2,31'b0};
				next_state=STATE4;
				end
			else begin
				E=E1+E2-8'b0111_1111;
				M1M2={1'b1,M1}*{1'b1,M2};
			end
		end
		2'b11 : begin
			if ((A[30:0]==INF) && (B[30:0]==INF)) begin
				error = 1;
				Y=NaN;
				next_state=STATE4;
				end
			else if ((A[30:23]==8'b0) && (B[30:23]==8'b0)) begin
				error = 1;
				Y=NaN;
				next_state=STATE4;
				end
			else if (B[30:23]==8'b0) begin
				Y={S1^S2,INF};
				over_flow=1;
				next_state=STATE4;
				end
			else if (E1<=E2-8'b0111_1111) begin 
				Y={S1^S2,31'b0};
				next_state=STATE4;
				end
			else begin
				div={1'b1,M1,24'b0};
				divider = {1'b1,M2};
				E=E1-E2+8'b0111_1111;
			end
		  end
	endcase
	end
	else if(next_state==STATE2) begin
	next_state=STATE3;
	case (sel)
		2'b00, 2'b01 : begin
			if (M_sum == 25'b0) begin
				Y=0;
				next_state = STATE4;
				end
			else if (E < shifted) begin
				Y=0;
				next_state = STATE4;
				end
			else begin
				E = E - shifted + 1; 
			end				
		end		
		2'b10 : begin
			if (M1M2[47]==1) begin
				E=E+1'b1;
			end
			else begin
				M1M2=M1M2 << 1;
			end
		end
		2'b11 : begin
			if (M2>M1)begin
				E=E-1'b1;
				quotient={div/divider,1'b0};
				end				
			else begin
				E=E;
				quotient=div/divider;
			end
		end
	endcase
	end
	else if(next_state==STATE3) begin
	case (sel)
		2'b00, 2'b01 : begin
				if (E >= 9'b0_1111_1111 ) begin	 
					over_flow=1;
					Y = (S==0) ? {1'b0,INF} : {1'b1,INF};
				end
				else if ({M_sum[15:14],round_mode}==3'b110) 
					Y={S,E[7:0],result[22:15]+1'b1,15'b0};
				else
					Y={S,E[7:0],result[22:15],15'b0};
		end		
		2'b10 : begin
				if (E >= 9'b0_1111_1111) begin
					Y={S1^S2,8'b1111_1111,23'b0};
					over_flow = 1;
					end
				else if (E == 9'b0) begin
					Y={S1^S2,31'b0};
					end
				else if ({M1M2[39:38],round_mode}==3'b110) begin
					Y={S1^S2,E[7:0],M1M2[46:39]+1'b1,15'b0};
					end
				else 
					Y={S1^S2,E[7:0],M1M2[46:39],15'b0};
		end
		2'b11 : begin
				if (E >= 9'b0_1111_1111) begin
					Y={S1^S2,8'b1111_1111,23'b0};
					over_flow = 1;
					end
				else if (E == 9'b0) begin
					Y={S1^S2,31'b0};
					end
				else if ({quotient[16:15],round_mode}==3'b110)
					Y={S1^S2,E[7:0],quotient[23:16]+1'b1,15'b0};
				else 
					Y={S1^S2,E[7:0],quotient[23:16],15'b0};
		end
	endcase
	end
	else begin
		Y = Y;
	end
end
endmodule
module FPU_normalize (
    input [24:0] src,
    output [22:0] result,
    output [4:0] shifted
);
wire [24:0] layer_0 = src;
wire [24:0] layer_1 = layer_0[24:9]  == 0 ? { layer_0[8:0], 16'd0 } : layer_0;
wire [24:0] layer_2 = layer_1[24:17] == 0 ? { layer_1[16:0], 8'd0 } : layer_1;
wire [24:0] layer_3 = layer_2[24:21] == 0 ? { layer_2[20:0], 4'd0 } : layer_2;
wire [24:0] layer_4 = layer_3[24:23] == 0 ? { layer_3[22:0], 2'd0 } : layer_3;
wire [22:0] layer_5 = layer_4[24]    == 0 ? layer_4[22:0] : layer_4[23:1]; 
assign result = layer_5;
assign shifted = { layer_0[24:9] == 0, layer_1[24:17] == 0, layer_2[24:21] == 0, layer_3[24:23] == 0, layer_4[24] == 0 };
endmodule
### /design/flow/run.sh
#!/bin/bash
# OpenROAD 26Q1-2900-gdf79404cd8, Yosys 0.63+post, stock flow scripts
make -C /OpenROAD-flow-scripts/flow DESIGN_CONFIG=/design/flow/config.mk WORK_HOME=/design/flow/orfs finish
==> notes.md <==
- 117 — Core Rows
- 6263 — gate count after technology mapping
- 7590 — Post-Place Cells
- 0 ns — Fin Setup TNS
- 259000 um — global-route wire length before repair
- 30.8% — Max-Slew Margin vs Limit
- 19.5% — Largest type area fraction
- 54.0% — fraction of the core area covered by cells at the end of the flow
- 157 — post-synth tally of flip-flops with integrated enable
- 50.4% — Initial Util
- 246 — CTS sink cnt
- 43200 — via count of the first global-routing pass
- 8.18 sq um — post-synthesis average cell area
- fpu_cal.error$_SDFFE_PP0P_ — startpoint of the lowest-slack hold path
- 12 — Worst Path Buf+Inv
- 0 — number of setup violations in the final report
- 105 — distinct lib cells
- 2 — number of synthesis warnings
- 0 — setup repair bufs after CTS
- sky130_fd_sc_hd__edfxtp_1 — prevailing post-synth register cell
- 48 — crit path max fanout
- 0.434 ns — worst-case hold slack
- 0.74 ns — Critical Path Max Stage Delay
- 0.06 ns — clock-pin slew on the worst setup and hold paths
- AND-OR/OR-AND gates — family with the most delay on the worst path
- 51200 sq um — Post-Synthesis Cell Area
- 3 — number of antenna violations at the first check in global routing
- 0 — GRT Residual Overflow
- 51200 sq um — YS chip area
- 34.7% — aggregate global-route resource usage
- 5.73 — via density per instance
- sky130_fd_sc_hd__or4_1 — Slowest cell on crit path
- error$_DFFE_PP_ — WHS Endpoint
- 53800 sq um — instance area after placement
- 7.18% — P&R area growth vs syn
- 34.1% — Async S/R FF share, synth
- 0 — hold-fix buffer count after cts
- 68 — maximum number of pins on one net before global-route repair
- flip-flop to flip-flop — Hold/Removal Path Class
- 6263 — number of standard cells reported by yosys
- 0.0318 ns — final clock skew
- 22.0 um — wire per inst
- 2549 — Starting DRT DRC Count
- 3 — maximum number of buffers from clock root to sink
- flip-flop to flip-flop — type of the worst setup path
- 40600 sq um — multi-input gate area in the final layout
- sky130_fd_sc_hd__fa_1 — most area-hungry cell type in the Yosys netlist
- 42.66 ns — shortest period the worst path allows
- 322 um — die span in y
- 0 — number of gates resized after CTS
- 127 — tool warnings
- flip-flop — kind of capture point of the worst setup path
- sky130_fd_sc_hd__fa_1, sky130_fd_sc_hd__ha_1, sky130_fd_sc_hd__edfxtp_1 — synth top area cells
- fpu_cal.quotient[15]$_DFFE_PP_ — reg2reg end
- 102000 sq um — core region area
- 104 — number of top-level pins
- 0.65 ns — insertion delay of the later-clocked pin in the worst-skew pair
- flip-flop — kind of start point of the critical path
- 5.80% — share of post-route cells with drive strength above 1
- 43900 — vias post-DR
- 7651 — count of non-filler cells in the finished layout
- 1.07 — GP Congestion
- 23.4 MHz — highest achievable clock rate
- 32.02 ns — worst setup slack before clock tree synthesis
- 43.02 ns — critical path arrival
- fpu_cal.divider[1]$_DFFE_PP_ — beginning of the worst register-to-register path
- 0 — Hold Vio Cnt, Final
- sky130_fd_sc_hd__nand2_1 — most frequent cell after synthesis
- 322 um — die width
- done — CTS tree
- sky130_fd_sc_hd__o21a_1 — most frequent cell on the critical path
- 57.2% — Final period util
- 1.02 ns — Worst-Margin Slew
- 31 — Inserted Clock Buffers
- complete, no violations — result of the run
- 104000 sq um — die footprint
- 88 — number of input and output port buffers inserted
- sky130_fd_sc_hd__clkbuf_16 — Clock Root Buffer
- 0 — instance count along the most critical hold path
- 6920 sq um — register area
- 31.94 ns — worst setup slack for register-to-register paths
- 54900 sq um — Final Instance Area
- 31.94 ns — post-route worst setup slack
- 74.96 ns — required time worst endpoint
- sky130_fd_sc_hd__nand2_1, sky130_fd_sc_hd__inv_1, sky130_fd_sc_hd__ha_1 — top cell types by occurrence after synthesis
- 5 — first drt pass iteration count
- 0 — # DRC
- 246 — number of register bits inferred by synthesis
- 9346 — Fillers
- 0 — max-cap violations
- 129000 um — HPWL reported at the end of detailed placement
- no — unrepaired setup endpoints after global routing
- 201 — number of cells on the worst reg-to-reg path
- 168000 um — total length of routed wires
- 0 — remaining antenna violation count
- 0 — Final Max Tran Viols
- 13.5% — portion of the post-synthesis area used by sequential elements
- 1 — CTS H-tree depth
logic make-up after synthesis:
family / count (synthesis) / synth area share [%]
adder cells (fa/ha/maj): 1102 / 34.2
flip-flops: 246 / 13.5
multiplexers: 203 / 4.32
other: 1 / 0.00732
AND/OR/NAND/NOR: 1953 / 17.4
XOR/XNOR: 296 / 5.06
AND-OR/OR-AND: 1459 / 18.0
buffers and inverters: 1003 / 7.50
state kept, by name, summed over array words and instances, names as in the netlist, 9 cells and up:
register and flops:
A_fpu 32, fpu_cal.div 23, B_fpu 32, fpu_cal.E 9, fpu_cal.M_sum 25, fpu_cal.divider 23, fpu_cal.Y 17, Y 17
fpu_cal.quotient 9, fpu_cal.M1M2 48
worst max-delay path by stage:
stage,cells after the start,end,from,slack (ns)
CTS,199,fpu_cal.quotient[15]$_DFFE_PP_,fpu_cal.divider[1]$_DFFE_PP_,31.94
finish,201,fpu_cal.quotient[15]$_DFFE_PP_,fpu_cal.divider[1]$_DFFE_PP_,31.94
global route,201,fpu_cal.quotient[15]$_DFFE_PP_,fpu_cal.divider[1]$_DFFE_PP_,28.57
layer usage:
layer / GRT usage, % / part of all wire, %
met1: 46.9 / 41
met2: 53.4 / 45
met3: 10.9 / 8.5
met4: 13.8 / 5.2
met5: 0 / 0.0048
worst reg2reg max path, delay by kind of cell, from the launching register on:
| family | cells | cell delay, ns |
|---|---|---|
| fa+ha+maj | 12 | 3.97 |
| mux | 1 | 0.26 |
| flops | 1 | 0.50 |
| compound gates | 145 | 28.94 |
| buf+inv | 12 | 3.40 |
| simple gates | 31 | 5.35 |
cells in the final DEF, fill, tap and decap left out, types with 58 or more instances in the layout:
cell and count:
sky130_fd_sc_hd__ha_1 603, sky130_fd_sc_hd__edfxtp_1 157, sky130_fd_sc_hd__o31ai_1 61, sky130_fd_sc_hd__clkdlybuf4s50_1 86, sky130_fd_sc_hd__inv_1 720, sky130_fd_sc_hd__nand4_1 58
sky130_fd_sc_hd__nor3_1 96, sky130_fd_sc_hd__a21o_1 156, sky130_fd_sc_hd__o21a_1 80, sky130_fd_sc_hd__a21oi_1 398, sky130_fd_sc_hd__mux2i_1 108, sky130_fd_sc_hd__o21ai_0 391
sky130_fd_sc_hd__dfrtp_1 84, sky130_fd_sc_hd__fa_1 499, sky130_fd_sc_hd__mux2_2 86, sky130_fd_sc_hd__nor2_1 461, sky130_fd_sc_hd__buf_4 135, sky130_fd_sc_hd__xnor2_1 205
sky130_fd_sc_hd__nand2_1 809, sky130_fd_sc_hd__xor2_1 89, sky130_fd_sc_hd__o21bai_1 89, sky130_fd_sc_hd__and2_1 173, sky130_fd_sc_hd__nand3_1 93
cell type report:
type,count,share of cell area [%]
clock inverter,26,0.515
timing repair buffer,221,3.41
multi-input combinational,5028,74.0
antenna,3,0.0137
inverter,727,4.97
tap,1368,3.12
sequential,246,12.6
clock buffer,32,1.42
